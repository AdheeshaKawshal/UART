File: design/flow/design.v
module UART_RX #(
  parameter CLKS_PER_BIT = 16
) (
   input            clk,      
   input            rst_n, 
   input            data_in,   
   output reg [7:0] data_out
);
  parameter IDLE  = 2'b00, START = 2'b01, DATA = 2'b10, STOP = 2'b11;
  reg [7:0]  data_val;       
  reg [15:0] clk_counter;   
  reg [3:0]  filtercount;      
  reg [1:0]  STATE = IDLE; 
  reg [3:0]  bitcount;      
  reg        flag = 1;     
  reg        statflag = 1; 
  always @(posedge clk or negedge rst_n) begin
    if (~rst_n) begin
      bitcount <= 0;
      statflag <= 0;
		data_out<=0;
    end else begin
      case (STATE)
        IDLE: begin
          if (data_in==0) begin
            STATE <= START;  
				clk_counter<=0;
          end
        end
        START: begin
			 clk_counter <= clk_counter + 1;
          if (data_in == 0 && clk_counter == CLKS_PER_BIT/2 -1) begin
            STATE <= DATA;
            bitcount <= 0;
				clk_counter<=0;
				data_val<=8'h00;
			 end
			 else if (data_in == 1 && clk_counter == CLKS_PER_BIT/2 -1) begin 
				STATE <= IDLE;
			 end
        end
        DATA: begin
          clk_counter <= clk_counter + 1;
          if (data_in && clk_counter == CLKS_PER_BIT) begin
            data_val <= {1'b1, data_val[7:1]};
				clk_counter<=0;
				bitcount <= bitcount + 1;
          end
			 else if (data_in==0 && clk_counter == CLKS_PER_BIT)begin
				data_val <= {1'b0, data_val[7:1]};
				clk_counter<=0;
				bitcount <= bitcount + 1;
          end
          if (bitcount > 7) begin
            STATE <= STOP;
            clk_counter <= 0;
          end
        end
        STOP: begin
          if (data_in && clk_counter == CLKS_PER_BIT) begin
					data_out<=data_val;
					STATE <= IDLE;
			 end 
			 else if (data_in==0 && clk_counter == CLKS_PER_BIT) begin
					STATE <= IDLE;
			 end 
            clk_counter <= clk_counter + 1;
          end 
        default: STATE <= IDLE;
      endcase
    end
  end
endmodule
File: design/flow/run.sh
#!/bin/bash
# OpenROAD 26Q1-2900-gdf79404cd8, Yosys 0.63+post, stock flow scripts
make -C /OpenROAD-flow-scripts/flow DESIGN_CONFIG=/design/flow/config.mk WORK_HOME=/design/flow/orfs finish
File: design/flow/config.mk
export PLATFORM = sky130hd
export DESIGN_NAME = UART_RX
export DESIGN_NICKNAME = UART_RX
export VERILOG_FILES = /design/flow/design.v
export SDC_FILE = /design/flow/constraint.sdc
export NUM_CORES = 4
export LEC_CHECK = 1
export CORE_UTILIZATION = 30
File: design/flow/constraint.sdc
current_design UART_RX

set clk_period 3.1
set clk_io_pct 0.2

create_clock -name clk0 -period $clk_period [get_ports {clk}]

set non_clock_inputs [all_inputs -no_clocks]
set_input_delay [expr $clk_period * $clk_io_pct] -clock clk0 $non_clock_inputs
set_output_delay [expr $clk_period * $clk_io_pct] -clock clk0 [all_outputs]
==> run summary <==
Implementation status.

- The flow ran to the end, and the final reports show no timing, DRC or antenna violations.
- The final count of pins violating max slew is 0.
- Setup repair after global routing left no endpoint under its margin.
- The share of total power in the clock network is 43.4%.
- The via count is 1278.
- After its last routability iteration, the placer logged a weighted congestion of 0.809.
- Sorting the synthesized cells by area gives the leading types as edfxtp_1 (38%), dfrtp_1 (15%), mux2_4 (5.9%).
- The H-tree level count is 2.
- For this design, the CTS-stage hold fixing added 0 buffers.
- The highest ir drop seen on vdd is ~210 uV.
- The overall die width is ~84 microns.
- The cell total in the yosys stat output is approximately 170.
- The finished layout reports a core utilization of between 30% and 40%.
- The highest achievable clock rate is 0.421 GHz.
- The post-synthesis async set-or-reset flop share is about a third.
- The proportion of layout cells with a drive suffix above 1 is approximately 14%.
- The final cycle utilization of the critical path is between 70% and 80%.
- The number of fill cells is 627.
- The leakage power in the latest report is about 0.9 nW.
- STA lists the maximum fanout along the critical path as 16.
- The number of buffers added on ports is 10.
- The number of buffers inserted during clock tree synthesis is 5.
- The sequential share of power is a little over half.
- The smallest clock period supported by the final layout is computed as about 2.4 ns.
- The largest net degree at the start of global routing is 17.
- The placeable core area is 6460 sq um.
- The number of register bits inferred by synthesis is 38.
- The initial antenna violation count is 0.
- The worst reg-to-reg setup slack is 0.76 ns.
- The data required time at the worst endpoint is around 3.2 ns.
- Yosys mapped a number of flops with a built-in enable equal to 26.
- Per the final timing report, the hold violations number 0.
- The tally of max-capacitance violations is 0.
- 11 I/O pins were placed.
- Summed over all nets, the switching power comes to between 0.2 and 0.25 mW.
- The post-synth area from yosys stat is approximately 2000 sq um.
- The floorplan die height is between 80 and 90 microns.
- The worst max-slew margin expressed relative to the limit is between 60 and 70%.
- The worst clock skew is 0.00747 ns.
- After floorplanning, the core was divided into 29 placement rows.
- Among all flip-flop cells after synthesis, the most frequent one is edfxtp_1.
- The worst setup path is captured at a flop.
- The class of the worst hold path is reg2reg.
- The logic gate share of total power is 4.5%.
- The number of antenna cells inserted is 0.
- The number of detailed-routing iterations run before antenna repair is 21.
- The number of DRC violations after detailed routing is 0.
- The kind of launch point of the worst setup path is an input pin.
- Per the post-synthesis stats, the area per cell is 11.9 sq um.
- The clock slew seen by the registers of the worst setup and hold paths is around 0.080 ns.
- The biggest area contributor in the post-synthesis netlist is edfxtp_1.
- The slew of the pin with the lowest slew margin is roughly 0.46 ns.
- The post-detailed-route wirelength per cell is between 10 and 15 microns.
- The area growth from synthesis to layout is 16.8%.
- The number of global-route vias before repair is 1214.
- The switching portion of total power comes to between 20% and 30%.
- The maximum clock path buffer count is 2.
- The aggregate global routing overflow is 0.
- Summing every instance area after synthesis gives about 2000 sq um.
- The data arrival time reported for the critical path is ~2.4 ns.
- The number of vias per cell after detailed routing is just under 5.
- After the first detailed-routing iteration, the DRC count stood at 38.
- The unique cell type count in the Yosys netlist is 37.
- The total tool warning count is 31.
- In this run the post-CTS setup repair buffer count came out at 0.
- By startpoint and endpoint, the worst setup path is classified as in2reg.
- The clock sink total is 38.
- The die covers 7110 sq um.
- Power spread over the standard cell area amounts to around 470 nW/um^2.
- Counting the warning lines in the Yosys log gives 1.
- Per the post-route antenna check, the number of violating nets is 0.
- Detailed placement finished with a half-perimeter wire length of approximately 2.3 mm.
- Setup violations remaining at the end of the flow were counted as 0.
- The area share of the largest cell type after synthesis is a little under two fifths.
- The TritonCTS clock tree is built.
- The synthesized instance count is 171.
- In the post-route report, total wirelength is listed as approximately 3.3 mm.
- Yosys reports that the most numerous cell types are edfxtp_1 (26), nor2_1 (26), dfrtp_1 (12), and2_1 (10), inv_1 (9).
- The register area share after synthesis is between 50% and 60%.
- At the floorplan stage, the core utilization is reported as a little under a third.
- Adding up every negative setup slack in the final design gives 0 ns.
- The first-pass GRT wire length is just under 6 mm.
- The internal power is 0.869 mW.
- The combined global-route utilization of all metal layers is 10.5%.
- The post-cts gate resize count is 0.
- The root buffer cell chosen for the clock tree is clkbuf_8.
- The clock reaches the later pin of the worst-skew pair after around 0.29 ns.
## through the flow
| step | instance area, sq um | hold slack [ns] | cells | worst slack [ns] | power [mW] |
|---|---|---|---|---|---|
| after global placement | 2240 | 0.464 | 258 | 0.466 | 0.637 |
| after floorplan | 2030 | 0.324 | 171 | 0.193 | 0.618 |
| final | 2370 | 0.480 | 266 | 0.727 | 1.10 |
| after CTS | 2370 | 0.483 | 266 | 0.716 | 1.12 |
| after global routing | 2370 | 0.510 | 266 | 0.485 | 1.15 |
| after detailed placement | 2240 | 0.465 | 258 | 0.403 | 0.637 |
## worst paths after layout
kind / start / endpoint / cells past startpoint
setup / recovery: data_in / clk_counter[14]$_DFFE_PP_ / 7
hold / removal: data_val[0]$_SDFFCE_PN0P_ / data_out[0]$_DFFE_PN0P_ / 1
setup reg to reg: STATE[0]$_DFFE_PP_ / data_val[0]$_SDFFCE_PN0P_ / 6
hold reg to reg: data_val[0]$_SDFFCE_PN0P_ / data_out[0]$_DFFE_PN0P_ / 1
max in group asynchronous: rst_n / data_out[1]$_DFFE_PN0P_ / 2
min in group asynchronous: rst_n / data_out[7]$_DFFE_PN0P_ / 2
## worst max-delay path, cell delays in order
cell and delay, ns:
clkdlybuf4s50_1 0.46, nor4bb_1 0.38, nand4_1 0.23, a221oi_1 0.31, or2_1 0.13, buf_4 0.21
nor2_1 0.08
## state kept, by name, summed over array words and instances, names as in the netlist, named ones only
name,count
clk_counter,16
STATE,1
data_val,8
data_out,8
bitcount,4
## kinds of logic after synthesis
logic type      count (synthesis)  share of synthesized area, %
buf+inv                        13                          2.52
simple gates                   74                          21.8
mux                            10                          6.89
xor+xnor                       14                          6.03
fa+ha+maj                       8                          4.92
flops                          38                          53.2
compound gates                 14                          4.62
## power groups by stage
stage | logic [mW] | clock network (mW) | registers (mW)
final | 0.0501 | 0.479 | 0.575
after global routing | 0.0571 | 0.515 | 0.578
after CTS | 0.0512 | 0.495 | 0.575
## layout by cell type (no fill, tap or decap), types with 2 or more instances in the layout
cell	instances
a221oi_1	2
and2_1	10
buf_4	4
clkbuf_8	5
clkdlybuf4s50_1	10
dfrtp_1	12
edfxtp_1	26
ha_1	8
inv_1	9
mux2_4	8
mux2i_1	2
nand2_1	8
nand3_1	7
nand4_1	7
nor2_1	26
nor3_1	2
nor4_4	3
o21ai_0	4
or2_1	2
xnor2_1	8
xor2_1	6
## layer usage
| layer | vias to the layer above | track usage [%] | part of all wire (%) |
|---|---|---|---|
| li1 | 636 | - | - |
| met3 | 5 | 2.69 | 5.0 |
| met1 | 612 | 17.0 | 52 |
| met4 | 0 | 1.41 | 1.3 |
| met2 | 25 | 15.3 | 41 |
| met5 | - | 0 | 0 |
## cell type report
type                    instances  area (sq um)  share of cell area (%)
flip-flops and latches         38          1080                    45.5
multi-input cells             120           901                    37.9
repair buffers                 14           130                    5.48
well taps                      77          96.3                    4.06
clock buffers                   6          93.8                    3.95
clock inverters                 2          38.8                    1.63
inverters                       9          33.8                    1.42
Power figures rest on the tool's default switching activity, not on a simulated workload.
